===== flow/run.sh =====
#!/bin/bash
# OpenROAD 26Q1-2900-gdf79404cd8, Yosys 0.63+post, stock flow scripts
make -C /OpenROAD-flow-scripts/flow DESIGN_CONFIG=/design/flow/config.mk WORK_HOME=/design/flow/orfs finish

===== flow/config.mk =====
export PLATFORM = sky130hd
export DESIGN_NAME = history_fifo
export DESIGN_NICKNAME = history_fifo
export VERILOG_FILES = /design/flow/design.v
export SDC_FILE = /design/flow/constraint.sdc
export NUM_CORES = 4
export LEC_CHECK = 1
export CORE_AREA = 10 10 98 98
export DIE_AREA = 0 0 108 108

===== flow/constraint.sdc =====
current_design history_fifo

set clk_period 1.0
set clk_io_pct 0.2

create_clock -name clk0 -period $clk_period [get_ports {clk}]

set non_clock_inputs [all_inputs -no_clocks]
set_input_delay [expr $clk_period * $clk_io_pct] -clock clk0 $non_clock_inputs
set_output_delay [expr $clk_period * $clk_io_pct] -clock clk0 [all_outputs]

===== flow/design.v =====
module history_fifo
    #(parameter N=64)
    (
        input wire clk,
        input wire s_in,
        output wire [N-1:0] r_out  
    );
    reg [N-1:0] r_reg;
    initial
        r_reg = 0;
    always @(posedge clk)
        r_reg <= {r_reg[N-2:0], s_in};
    assign r_out = r_reg;  
endmodule

==> results.tsv <==
metric	value	unit
gr ovfl total	0	
via count	780	
Longest Clk Path Bufs	2	
IO buf count	65	
Area contributors post-synth	dfxtp_1 (100%)	
worst-skew pair later-pin latency	0.33	ns
min-delay worst type	in2reg	
most common cell in the netlist	dfxtp_1	
pwr/cell area	2400	mW/mm^2
FP Rows	32	
placed cell count	235	
Yosys cell types	1	
Post-Syn Instances	64	
drt initial violations	9	
synth-to-layout area growth	63.8	%
endpoints failing setup	0	
final wirelength	3.05	mm
Pre-antenna DRT Iters	2	
Achievable Freq	1030	MHz
Synth Seq Share	100	%
met3 global-route usage	6.51	%
CTS tree	done	
max reg flops	64	
drt drc	0	
Slew HR	92.5	%
post-route ant nets	0	
post-layout min period	0.974	ns
Critical Path Start Type	flip-flop	
fp_density	16.8	%
Yosys reg bits	64	
most used routing layer	met3	
synthesized area per cell	20.0	um^2
I/O pins	66	
area leader, netlist	dfxtp_1	
ys flop type	dfxtp_1	
top cells by count	dfxtp_1 (64)	
Area leader share	100	%
Tot GR Track Use	5.38	%
Final Non-Filler Cells	257	
share of layout cells above drive strength 1	97.4	%
vias per inst	3.04	
clk slew on worst S/H paths	0.07	ns
met1 Track Usage GR	6.00	%
CP Cell Sequence	buf_6	
final core utilization	27.4	%
LEAKAGE	0.978	nW
die width	108	um
Worst Path Max Fanout	2	
Critical Path RT	0.80	ns
Mapped Area	0.00128	mm^2
Crit path largest cell delay	0.33	ns
Crit Path Category	reg2out	
critical path's top delay family	flip-flops	
H-tree depth	3	
VDD IR-drop max	0.00100	V
status	completed	
Worst EP arrival	0.77	ns
comb_multi_in	0	
Max Cap Violations	0	
met2 usage	6.42	%
Log Warnings	27	
number of enable flip-flop cells	0	
WL per Instance	11.9	um
vias in the first global route	857	
Yosys chip area	0.00128	mm^2
Ys Warns	1	
ANT cells	0	
worst path bufs/invs	1	
Tcrit/Tclk final	97.4	%
CP max-delay cell	dfxtp_2	
# Cells Yosys	64	
Die Y	108	um
filler cell count	783	
largest net degree at the start of global routing	11	
Post-synth ARST share	0	%
CP endpoint kind	primary output	
Final Hold Vio Count	0	
Inserted Clock Buffers	9	
Clock Skew	0.00408	ns
worst slew pin tran	0.112	ns
RSZ-0062 raised after global routing	yes	
TritonCTS Sinks	64	
CTS Root Cell	clkbuf_8	
Final Slew Violations	0	
DP HPWL	2.06	mm
MI comb area	0	um^2
Core Box Area	0.00765	mm^2
initial antenna violation count	0	
first-pass GRT wire length	4.77	mm
routability cong.	0.712	
full die area	0.0117	mm^2
## power by group
part	internal, mW	switching (mW)	leakage, nW
sequential	2.68	0.0436	0.542
clock	1.28	0.913	0.103
combinational	0.0884	0.0262	0.332
## repair_timing
item	in CTS	in global routing
pin swaps	0	0
hold buffers	0	0
buffers inserted	6	0
setup endpoints to repair	64	51
gates resized	256	1
hold endpoints to repair	0	0
## final timing paths
| check | from | to | slack (ns) | depth (start not counted) |
|---|---|---|---|---|
| max | r_reg[30] | r_out[30] | 0.03 | 1 |
| min reg2reg | r_reg[41] | r_reg[42] | 0.34 | 0 |
| min | s_in | r_reg[0] | 0.30 | 1 |
| max reg2reg | r_reg[31] | r_reg[32] | 0.34 | 2 |
## cells in the final DEF (no fill, tap or decap)
cell type and instances:
clkinv_2 2, dfxtp_2 63, clkbuf_1 2, dfxtp_1 1, clkdlybuf4s50_1 1, buf_6 1, buf_4 10, bufinv_16 1
clkbuf_8 11, buf_2 63
## metal layers
layer	vias to the layer above	wire, um
met5	-	0
met4	0	56
met3	8	725
met2	63	998
met1	336	1270
li1	373	-
## through the flow
stage	cell area (um^2)	TNS, ns	hold slack [ns]	setup slack, ns	total power, mW
after floorplan	1280	0	0.228	0.525	2.72
after global placement	2090	-0.131	0.333	-0.0527	2.97
after detailed placement	2090	-0.0629	0.336	-0.0338	2.96
after CTS	2090	-0.0208	0.274	-0.0149	5.15
after global routing	2100	-0.645	0.295	-0.0322	5.31
final	2100	0	0.299	0.0261	5.03
## final cells by class
| class | instances | area, um^2 | area share (%) |
|---|---|---|---|
| well taps | 102 | 128 | 6.08 |
| clock inverters | 3 | 40.0 | 1.91 |
| flip-flops and latches | 64 | 1360 | 64.8 |
| repair buffers | 75 | 412 | 19.6 |
| clock buffers | 13 | 159 | 7.57 |
## cells by family (layout without fill, tap and decap cells)
group                  after synthesis  count (layout)  share of synthesized area (%)
buffers and inverters                0              91                              0
flip-flops                          64              64                            100
Power is estimated from default activity; no workload was simulated.
